$ cat /design/flow/config.mk
export PLATFORM = sky130hd
export DESIGN_NAME = ALU
export DESIGN_NICKNAME = ALU
export VERILOG_FILES = /design/flow/design.v
export SDC_FILE = /design/flow/constraint.sdc
export NUM_CORES = 4
export LEC_CHECK = 1
export CORE_UTILIZATION = 40
$ cat /design/flow/constraint.sdc
current_design ALU

set clk_period 48.0
set clk_io_pct 0.2

create_clock -name clk0 -period $clk_period

set non_clock_inputs [all_inputs -no_clocks]
set_input_delay [expr $clk_period * $clk_io_pct] -clock clk0 $non_clock_inputs
set_output_delay [expr $clk_period * $clk_io_pct] -clock clk0 [all_outputs]
$ cat /design/flow/design.v
module ALU
(
	input [11:0] a, b, 
	input [2:0] command,
	output [11:0] res,
	output reg [3:0] flags
);
  reg [11:0] result;
  reg [11:0] l_b;				 
  always @(a, b, command) begin
	flags = 4'b0000;
	case (command)
	  'd0: 						 
	    begin
		  result = a + b;		
		  flags[0] = (a[11] == 1 && b[11] == 1 && result[11] == 0) || (a[11] == 0 && b[11] == 0 && result[11] == 1);
		end
	  'd1: 						 
	    begin
		  l_b = ~b + 1'b1;		 
		  result = a + l_b;		
		  flags[0] = (a[11] == 1 && b[11] == 1 && result[11] == 0) || (a[11] == 0 && b[11] == 0 && result[11] == 1);
		end
	  'd2: result = a * b;		 
	  'd3: result = a / b;		 
	  'd4: result = a & b;		 
	  'd5: result = a | b;		 
	  'd6: result = ~a & b;		 
	  'd7: result = ~a | b;		 
	endcase
	if (result == 0) 
	  flags[3] = 1;				 
	if (result[0] == 0)
	  flags[2] = 1;				 
	flags[1] = result[11];	  	 
  end
  assign res = result[11:0];
endmodule
$ cat /design/flow/run.sh
#!/bin/bash
# OpenROAD 26Q1-2900-gdf79404cd8, Yosys 0.63+post, stock flow scripts
make -C /OpenROAD-flow-scripts/flow DESIGN_CONFIG=/design/flow/config.mk WORK_HOME=/design/flow/orfs finish
==> CHANGELOG.md <==
### Changed

* Status: finished, final reports clean
* Total number of vias at 7114
* Final WS setup at 7.15 ns
* Fraction of layout cells with a size suffix above 1 at 5.50%
* Hold crit path type: in2out
* Antenna violations before repair at 0
* Mean post-synth cell area at 7.49 um2
* Worst Setup EP: flags[3]
* Buffers on Ports at 43
* WP depth at 79
* Critical path type: in2out
* Fin. max-slew vios at 0
* Clk_buf instances at 0
* Seq share, synth at 0%
* Period utilization at 85.1%
* Most frequent logic cell in the layout: ha_1
* Routed len/inst at 18.5 um
* Most frequent cells in the layout: 134 x ha_1, 105 x inv_1, 93 x nand2_1
* Critical Path Max Stage Delay at 0.75 ns
* Cell Pwr Density at 21.0 nW/um2
* Slew of the pin with the lowest slew margin at 0.890 ns
* Req. time, crit path at 38.40 ns
* Worst Setup End Kind: output pin
* Cell count in the Yosys report at 995
* CP max-delay cell: a41oi_1
* Log Warnings at 48
* ANT nets after route at 0
* Fp_density at 41.2%
* Final core area utilization at 45.1%
* Yosys warnings at 1
* Iteration-0 DRC Markers at 526
* Worst Path Arrival at 31.25 ns
* Total grt overflow at 0
* Crit-path leading delay family: AND-OR/OR-AND gates
* Post-cts sizing count at 0
* Row count at 49
* Slew Limit Headroom at 39.9%
* Logic area at 6860 um2
* Synth Instances at 995
* Flip-flops at 0
* Most used cell, CP: ha_1
* Die width at 138 um
* # DRC at 0
* Antenna cells at 0
* Drt first pass iters at 22
* MaxCap Viol Count at 0
* Via density at 5.70
* Fill count at 1829
* Final wirelength at 23.1 mm
* Gpl congestion at 0.956
* Die Ht at 138 um
* Setup TNS at 0 ns
* Startpoint types: input pin
* # setup viols final at 0
* Critical Path Start: b[0]
* Total global-route track usage at 25.0%
* Post-placement setup slack at 7.31 ns
* Leakage at 3.84 nW
* Synthesis area per yosys at 7450 um2
* Core Region at 18100 um2
* Flop area at 0 um2
* Buf/Inv on CP at 7
* Peak Freq at 0.0245 GHz
* Post-CTS setup buffers at 0
* Area delta synth->final at 9.47%
* Final Hold Viols at 0
* Unrepaired setup endpoints after global routing: false
* Die Footprint at 19200 um2
* Crit-path max FO at 15
* Hold Buf Count CTS at 0
* IO Pins at 43
* Netlist cell types at 86
* Hpwl dp at 18.4 mm
* Largest net degree at the start of global routing at 43
* First-pass GRT wire length at 36.9 mm
* Max VDD drop at 0.0000204 V
* Period minus WS final at 40.85 ns
* Vias in the first global route at 6644
* Area of the mapped netlist at 7450 um2
cells in the mapped netlist, types with 11 or more instances:
library cell | number | area (um2)
xnor2_1 | 41 | 359
and2_1 | 13 | 81.3
fa_1 | 41 | 821
a21o_1 | 16 | 120
or3_1 | 13 | 81.3
nand2b_1 | 16 | 100
a211oi_1 | 11 | 82.6
nand2_1 | 93 | 349
o21a_1 | 20 | 150
xor2_1 | 34 | 298
ha_1 | 134 | 1680
nor2_1 | 77 | 289
mux2_2 | 11 | 124
clkbuf_1 | 34 | 128
o21ai_0 | 45 | 225
nor3_1 | 24 | 120
a21oi_1 | 73 | 365
nand3_1 | 11 | 55.1
o211ai_1 | 11 | 82.6
inv_1 | 105 | 394
worst min path at each step:
stage,cells after the start,startpoint,endpoint
CTS,5,command[2],res[1]
global route,6,command[2],flags[2]
finish,5,command[2],res[1]
where the power goes:
part | switching, mW | total, mW | internal, mW
Combinational | 0.0920 | 0.171 | 0.0793
Sequential | 0 | 0 | 0
Clock | 0 | 0 | 0
Total | 0.0920 | 0.171 | 0.0793
cell type report:
cell class | instances | share of cell area [%]
multi-input combinational | 845 | 84.1
inverter | 107 | 4.93
timing repair buffer | 67 | 7.49
tap | 229 | 3.51
kinds of logic after synthesis:
kind of cell    count (synthesis)  synth area share [%]
fa+ha+maj                     182                  34.5
mux                            23                  3.48
buf+inv                       150                  7.96
compound gates                270                  25.3
simple gates                  291                  18.8
xor+xnor                       79                  10.0
routing by layer:
layer | up-vias | part of all wire, % | global-route usage, %
met5 | - | 0 | 0
met4 | 0 | 1.6 | 3.31
met3 | 30 | 7.2 | 3.11
met2 | 239 | 43 | 38.7
met1 | 3262 | 48 | 38.5
li1 | 3583 | - | -
through the flow:
step | std cells | power (mW) | hold slack (ns) | area, um2
after global routing | 1248 | 0.194 | 20.63 | 8150
final | 1248 | 0.171 | 20.55 | 8150
after detailed placement | 1248 | 0.170 | 20.54 | 8150
after CTS | 1248 | 0.172 | 20.54 | 8150
after global placement | 1248 | 0.171 | 20.51 | 8150
after floorplan | 995 | 0.127 | 19.41 | 7450
tightest hold or removal path: stages:
cell	delay, ns
clkdlybuf4s50_1	0.40
buf_4	0.22
o21ai_0	0.22
a21oi_1	0.09
clkdlybuf4s50_1	0.40
Power and IR drop assume default switching activity.
