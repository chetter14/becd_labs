==> /design/flow/run.sh <==
#!/bin/bash
# OpenROAD 26Q1-2900-gdf79404cd8, Yosys 0.63+post, stock flow scripts
make -C /OpenROAD-flow-scripts/flow DESIGN_CONFIG=/design/flow/config.mk WORK_HOME=/design/flow/orfs finish
==> /design/flow/config.mk <==
export PLATFORM = sky130hd
export DESIGN_NAME = MAJORITY_17
export DESIGN_NICKNAME = MAJORITY_17
export VERILOG_FILES = /design/flow/design.v
export SDC_FILE = /design/flow/constraint.sdc
export NUM_CORES = 4
export LEC_CHECK = 1
export CORE_AREA = 10 10 83 83
export DIE_AREA = 0 0 93 93
==> /design/flow/constraint.sdc <==
current_design MAJORITY_17

set clk_period 8.1
set clk_io_pct 0.2

create_clock -name clk0 -period $clk_period

set non_clock_inputs [all_inputs -no_clocks]
set_input_delay [expr $clk_period * $clk_io_pct] -clock clk0 $non_clock_inputs
set_output_delay [expr $clk_period * $clk_io_pct] -clock clk0 [all_outputs]
==> /design/flow/design.v <==
module MAJORITY_17
(
	input [16:0] in,
	output reg out
);
  reg [4:0] true_counter;
  integer i;
  always@(*) begin
	true_counter = 0;
	for (i = 0; i < 17; i = i + 1) begin		 
	  if (in[i] == 1'b1)
	    true_counter = true_counter + 1;
	end
	if (true_counter > 8)
	  out = 1;
	else
	  out = 0;
  end
endmodule
==> summary.txt <==
The following summarizes the physical implementation.

Final timing
The achievable clock frequency is 93.21 MHz. Setup repair after global routing could not meet its margin everywhere. The worst slew margin relative to its limit is 0.7018. In the final report, the number of pins over their slew limit comes to 0. The number of setup violations in the final report is 1. The final count of hold timing violations is 0. The time the worst path needs with I/O delays and setup is 10.73 ns. Post-route period utilization is reported as 1.325.

The transition time of the tightest slew-check pin is 0.4458 ns. The setup TNS is -2.629 ns. Setup slack on the critical path of the routed design comes to -2.629 ns.

Setup path
The slowest stage of the critical path belongs to the cell sky130_fd_sc_hd__clkdlybuf4s50_1. Per STA, the highest per-stage delay on the worst path measures 0.57 ns. The worst setup path is captured at an output pin.

The most common cell type on the critical path is sky130_fd_sc_hd__o21ai_1. The OpenROAD report gives the critical path a data arrival time of 9.11 ns. STA classifies the critical path startpoint as a primary input. The critical path is of the primary input to output pin type. The largest fanout of any net on the critical path is 4. The required time of the critical path is 6.48 ns.

Drt
Summing over every cut layer, the via total after detailed routing is 2,578. For this sky-water flow run, the detailed-routed wirelength per cell is reported as 11.25 um. The post-detailed-route DRC marker count is 0.

After detailed routing, the total wire length is 5.772 mm. The detailed router finished its first iteration with 57 violations. The routed design shows a via density per instance of 5.025. Once detail routing completed, the nets flagged for antenna violations numbered 0. The final antenna diode tally reported by the flow is 0.

The first-pass iteration count of the detailed router is 4.

Flow run
The number of warnings reported in the stage logs is 38. In this run the maximum-capacitance check reported violations numbering 0.

Cells and area
The fill cell total of the finished layout is 425. There are 0 flip-flops and latches. The final standard cell utilization of the core is 0.7218. The most common logic cells in the final layout are 122 x sky130_fd_sc_hd__buf_4, 38 x sky130_fd_sc_hd__nand2_1, 32 x sky130_fd_sc_hd__xnor2_1. The signed area change from the synthesized netlist to the final layout is 56.38%.

The sequential cell area in the final layout is 0 um^2. The clock buffers instantiated in the layout total 0. Per the final layout report, the fraction of cells sized above drive strength 1 comes to 0.4221. The most used logic cell in the final layout is sky130_fd_sc_hd__buf_4.

Placed design
The pre-CTS setup check shows a worst slack of -3.733 ns. As logged by OpenROAD, the buffers inserted on ports number 18. The global placement routability congestion is 0.8346. The placed wire-length estimate is 4.746 mm.

Die
The area inside the core boundary is 5140 um^2. The floorplan row count is 26. 18 I/O pins were placed. From bottom edge to top edge, the die measures 93 um. The floorplan step defined a die boundary enclosing 8649 um^2. From left edge to right edge, the die measures 93 um. The floorplan step records an initial core utilization of 0.4615.

Yosys
The register area share after synthesis is 0. The largest non-sequential cell family by area is XOR/XNOR gates. For this design, Yosys synthesis ends with a cell count of 321. Before any placement, the netlist area is recorded as 2372 um^2. Of the total synthesized cell area, the portion taken by XOR and XNOR cells is 0.3312. The AND-OR/OR-AND share of the synthesized area is 0.2189.

The portion of synthesized area spent on multiplexers is 0.03217. Counting every instance in the synthesized netlist gives 321. The yosys-reported design area after synthesis is 2372 um^2. Synthesis instantiated 68 different standard cells from the library.

Of the total synthesized cell area, the portion taken by AND, OR, NAND and NOR gates is 0.2674. The total of warnings raised by yosys is 1. In this run, the synthesized area fraction spent on adder and majority cells is recorded as 0.08966. A synthesized cell averages 7.390 um^2.

Power and ir drop
The total power density per cell area is 350.3 nW/um^2. The worst-case IR drop observed on VDD is 0.2827 mV. Per the OpenROAD power report, leakage power amounts to 1.621 nW.

Outcome
The run finished, with violations left. The final reports fail on negative setup slack.

Global routing
The total routing resource utilization after global routing is 0.1316. The via count of the first global-routing pass was 2,327. The first global-routing pass estimated 9.998 mm of wire.

The total congestion overflow after global routing is 0. The maximum number of pins on one net before global-route repair is 14. The number of antenna violations at the first check in global routing is 0.

Min path
According to the hold report, the worst path is of the primary input to output pin type.
critical path: cells and delay by family:
family / cells / cell delay [ns]
and+or+nand+nor: 12 / 1.92
adders and majority gates: 6 / 1.42
buffers and inverters: 3 / 0.76
AOI/OAI and AO/OA: 14 / 1.89
xor gates and xnor gates: 8 / 1.51
final timing paths:
| path | startpoint | depth (start not counted) | slack [ns] | endpoint |
|---|---|---|---|---|
| hold / removal | in[16] | 5 | 4.10 | out |
| setup / recovery | in[3] | 43 | -2.63 | out |
power by group:
group	internal (mW)	switching (mW)
combinational	0.724	0.575
clock	0	0
sequential	0	0
cell families after synthesis:
group,Yosys count
fa+ha+maj,17
buf+inv,32
xor+xnor,69
simple gates,125
compound gates,72
mux,6
through the flow:
stage | hold slack, ns | instances | cell area, um^2 | total power [mW]
after floorplan | 3.453 | 321 | 2476 | 0.7684
after global placement | 4.420 | 505 | 3508 | 1.222
after detailed placement | 4.425 | 505 | 3508 | 1.238
after CTS | 4.102 | 511 | 3603 | 1.266
after global routing | 4.159 | 513 | 3710 | 1.438
final | 4.097 | 513 | 3710 | 1.300
cell usage after synthesis (all sizes together), types with 3 or more instances:
cell type / instances / share of area
ha: 17 / 0.090
a211oi: 3 / 0.012
xor2: 21 / 0.085
nand3: 14 / 0.030
a31oi: 6 / 0.016
mux2: 3 / 0.014
and2: 3 / 0.0079
inv: 13 / 0.021
a21oi: 15 / 0.032
and3: 5 / 0.013
or2: 3 / 0.0079
nor3b: 5 / 0.016
o31ai: 4 / 0.018
o21a: 3 / 0.0095
nor3: 7 / 0.015
xnor3: 4 / 0.038
clkbuf: 10 / 0.016
xnor2: 43 / 0.20
nor2b: 4 / 0.011
buf: 8 / 0.023
nand2: 42 / 0.066
nor2: 18 / 0.028
o21ai: 18 / 0.040
mux2i: 3 / 0.018
nand2b: 6 / 0.016
a41oi: 3 / 0.011
or3: 3 / 0.0079
and3b: 3 / 0.011
what timing repair did:
action / 4_1_cts / 5_1_grt
endpoints found under the setup margin: 1 / 1
gates resized: 28 / 21
pin swaps: 26 / 33
hold buffers: 0 / 0
buffers inserted: 6 / 2
metal layers:
layer  up-vias  track usage  wire length [um]
li1       1392            -                 -
met1      1163       0.1977              3056
met2        21       0.2132              2558
met3         2     0.008078               142
met4         0     0.003856                14
met5         -            0                 0
cell type report:
cell class	count	area (um^2)	area share
Tap cell	70	87.58	0.02361
Inverter	14	67.56	0.01821
Multi-Input combinational cell	289	2457	0.6624
Timing Repair Buffer	140	1097	0.2958
Power figures rest on the tool's default switching activity, not on a simulated workload.
