==> ./design.v <==
module MUX_16_TO_1
(
	input [7:0] d0, d1, d2, d3, d4, d5, d6, d7, d8, d9, d10, d11, d12, d13, d14, d15,
	input [3:0] sel,
	output [7:0] result
);
  wire [7:0] g1_out, g2_out, g3_out, g4_out;
  MUX_4_TO_1 gate1( .d0(d0), .d1(d1), .d2(d2), .d3(d3), .sel(sel[1:0]), .result(g1_out) );
  MUX_4_TO_1 gate2( .d0(d4), .d1(d5), .d2(d6), .d3(d7), .sel(sel[1:0]), .result(g2_out) );
  MUX_4_TO_1 gate3( .d0(d8), .d1(d9), .d2(d10), .d3(d11), .sel(sel[1:0]), .result(g3_out) );
  MUX_4_TO_1 gate4( .d0(d12), .d1(d13), .d2(d14), .d3(d15), .sel(sel[1:0]), .result(g4_out) );
  MUX_4_TO_1 final_gate( .d0(g1_out), .d1(g2_out), .d2(g3_out), .d3(g4_out), .sel(sel[3:2]), .result(result) );
endmodule
module MUX_4_TO_1
(
	input [7:0] d0, d1, d2, d3,
	input [1:0] sel,
	output reg [7:0] result
);
  always@(*) begin
	case (sel)
	  2'b00: result <= d0;
	  2'b01: result <= d1;
	  2'b10: result <= d2;
	  2'b11: result <= d3;
	endcase
  end
endmodule
==> ./run.sh <==
#!/bin/bash
# OpenROAD 26Q1-2900-gdf79404cd8, Yosys 0.63+post, stock flow scripts
make -C /OpenROAD-flow-scripts/flow DESIGN_CONFIG=/design/flow/config.mk WORK_HOME=/design/flow/orfs finish
==> ./config.mk <==
export PLATFORM = sky130hd
export DESIGN_NAME = MUX_16_TO_1
export DESIGN_NICKNAME = MUX_16_TO_1
export VERILOG_FILES = /design/flow/design.v
export SDC_FILE = /design/flow/constraint.sdc
export NUM_CORES = 4
export LEC_CHECK = 1
export CORE_AREA = 10 10 105 105
export DIE_AREA = 0 0 115 115
==> ./constraint.sdc <==
current_design MUX_16_TO_1

set clk_period 1.8
set clk_io_pct 0.2

create_clock -name clk0 -period $clk_period

set non_clock_inputs [all_inputs -no_clocks]
set_input_delay [expr $clk_period * $clk_io_pct] -clock clk0 $non_clock_inputs
set_output_delay [expr $clk_period * $clk_io_pct] -clock clk0 [all_outputs]
==> reports/metrics.yaml <==
status: "finished, violations left"
violations: "negative setup slack"
n_fill_cell: 957
fin_util_pct: 30.5
xor_area_share_pct: 0
finalSetupViolations: 8
hold_path_startpoint: "d13[1]"
synth_area_per_cell_um2: 14.9
drt_pass1_iterations: 4
netlist_instances: 71
critPathKind: "input pin to output port"
holdCritPathClass: "input pin to output port"
synth-seq-area-share_pct: 0
first_global_vias: 1658
placed_cells: 322
power_leakage_nw: 1.19
clkbuf_count: 0
area_growth_pct: 153
portBuffers: 140
avgRoutedWirePerCell_um: 19.8
ys_sh_mux_pct: 73.2
dp_hpwl_mm: 5.65
yosysCellCount: 71
die_y_um: 115
path_max_fanout: 5
finalHoldViolations: 0
cp-startpoint: "sel[0]"
core_mm2: 0.00876
warnings: 34
drt_wl_total_mm: 6.71
max_slew.worst_pin.slew_ns: 0.216
ant_nets: 0
yosys_warnings: 1
gp_congestion: 0.750
syn-cell-area_mm2: 0.00106
cap_violations: 0
final_cells: 339
synth_cell_types: 12
postCtsHoldBufs: 0
via_per_inst: 4.12
ys_chip_area_mm2: 0.00106
arrival_ns: 1.54
relSlewSlack_pct: 85.6
synth_adder_area_share_pct: 0
ir_drop_mv: 0.0700
grt_antenna_before_repair: 5
power.density_mw_per_mm2: 207
vias: 1396
track_usage_pct: 9.72
critPathLaunchType: "input pin"
yosys.area_share.simple_pct: 5.09
die_x_um: 115
io_pins: 140
grt.overflow.total: 0
grt_pass1_wl_mm: 9.71
fmax_mhz: 525
ys_sh_aoi_pct: 11.4
ys_top_logic_family: "multiplexers"
period_needed_ns: 1.90
cp-end-kind: "output port"
drc_errors: 0
drt_iter0_markers: 59
dieArea_mm2: 0.0132
required_ns: 1.44
drive_gt1_share_pct: 37.6
rsz0062_at_grt: "true"
grt_max_degree: 11
final-comb-area_um2: 975
fp-row-count: 34
setup_slack_ns: -0.104
min_period_over_period_pct: 106
seq_area_um2: 0
fp-utilization_pct: 12.1
flops: 0
slew_viol_final: 0
==> per-stage QoR <==
| stage | power, mW | setup slack (ns) | setup TNS [ns] | hold WS [ns] | cell area, µm² |
|---|---|---|---|---|---|
| after floorplan | 0.203 | 0.0725 | 0 | 1.00 | 1060 |
| after global placement | 0.582 | -0.741 | -5.65 | 1.82 | 2620 |
| after detailed placement | 0.583 | -0.747 | -5.66 | 1.82 | 2620 |
| after CTS | 0.544 | -0.117 | -0.723 | 1.33 | 2600 |
| after global routing | 0.595 | -0.180 | -1.06 | 1.28 | 2660 |
| final | 0.553 | -0.104 | -0.580 | 1.23 | 2670 |
==> metal layers <==
metal | wire [µm] | share of wire [%] | GRT usage (%) | up-vias
met1 | 2450 | 37 | 10.9 | 665
met3 | 728 | 11 | 4.38 | 0
li1 | - | - | - | 651
met2 | 3530 | 53 | 17.4 | 80
met5 | 0 | 0 | 0 | -
met4 | 0 | 0 | 0.413 | 0
==> cell usage in the layout (no fill, tap or decap) <==
| master | instances |
|---|---|
| dlygate4sd2_1 | 119 |
| mux4_2 | 32 |
| a22oi_2 | 15 |
| buf_4 | 13 |
| clkdlybuf4s50_1 | 9 |
| buf_2 | 9 |
| nand2_1 | 8 |
| buf_6 | 6 |
| diode_2 | 5 |
| buf_12 | 5 |
| buf_16 | 2 |
| dlymetal6s2s_1 | 2 |
| nor2b_2 | 1 |
| and2_1 | 1 |
| nor2_1 | 1 |
| and2b_4 | 1 |
| a22oi_1 | 1 |
| clkbuf_16 | 1 |
==> path summary, 6_finish.rpt <==
kind	to	slack [ns]	cells past startpoint
hold / removal	result[1]	1.23	5
setup / recovery	result[6]	-0.10	7
==> worst max-delay path: stages <==
cell,delay [ns]
buf_12,0.12
buf_16,0.12
buf_6,0.09
mux4_2,0.49
a22oi_2,0.18
nand2_1,0.07
buf_2,0.12
==> cells in the mapped netlist <==
library cell	n	share of area, %
and2_1	1	0.59
mux4_2	18	38
mux4_1	14	35
buf_6	6	6.4
nand2_1	8	2.8
clkbuf_1	1	0.36
a22oi_1	16	11
clkdlybuf4s25_2	3	2.8
nor2b_1	1	0.59
nor2_1	1	0.36
and2b_1	1	0.71
buf_4	1	0.71
==> logic make-up after synthesis <==
group | after synthesis
mux | 32
buf+inv | 11
compound gates | 16
simple gates | 12
==> report_power, final <==
part | leakage (nW) | total [mW] | switching (mW) | internal, mW
sequential | 0 | 0 | 0 | 0
combinational | 1.19 | 0.553 | 0.170 | 0.383
clock | 0.0000317 | 0.000000371 | 0 | 0.000000371
==> cell type report <==
class,count,area share (%)
diodes,5,0.469
multi-input cells,60,36.5
repair buffers,166,58.0
well taps,108,5.06
==> repair_timing <==
action                     CTS  global route
pin swaps                   24             4
gates resized              186             8
buffers inserted            10             0
setup endpoints to repair    8             8
cloned                       2             1
Power figures rest on the tool's default switching activity, not on a simulated workload.
